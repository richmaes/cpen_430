==> /design/flow/config.mk <==
export PLATFORM = sky130hd
export DESIGN_NAME = counter
export DESIGN_NICKNAME = counter
export VERILOG_FILES = /design/flow/design.v
export SDC_FILE = /design/flow/constraint.sdc
export NUM_CORES = 4
export LEC_CHECK = 1
export CORE_AREA = 10 10 70 70
export DIE_AREA = 0 0 80 80
==> /design/flow/constraint.sdc <==
current_design counter

set clk_period 1.3
set clk_io_pct 0.2

create_clock -name clk0 -period $clk_period [get_ports {clk}]

set non_clock_inputs [all_inputs -no_clocks]
set_input_delay [expr $clk_period * $clk_io_pct] -clock clk0 $non_clock_inputs
set_output_delay [expr $clk_period * $clk_io_pct] -clock clk0 [all_outputs]
==> /design/flow/design.v <==
module counter
    #(parameter WIDTH=4)
    (
    input              clk,
    input              rst,
    input              load,
    input  [WIDTH-1:0] data,
    output [WIDTH-1:0] q
    );
    reg [WIDTH-1:0] cnt;                   
    always @ (posedge clk or posedge rst)
        begin
            if (rst)
                begin
                    cnt <= {WIDTH{1'b0}};  
                end
            else
                begin
                    if (load)
                        cnt <= data;
                    else
                        cnt <= cnt + 1; 
                end
        end
    assign q = cnt;                         
endmodule
==> /design/flow/run.sh <==
#!/bin/bash
# OpenROAD 26Q1-2900-gdf79404cd8, Yosys 0.63+post, stock flow scripts
make -C /OpenROAD-flow-scripts/flow DESIGN_CONFIG=/design/flow/config.mk WORK_HOME=/design/flow/orfs finish
==> flow_metrics.py <==
# Physical implementation metrics
metrics = {
    "layout": {
        "reg_top3": "cnt x4",
        "filler_cell_count": 404,
        "biggest_register": "cnt",
        "synthToLayoutAreaGrowth_pct": 121,
        "largest_reg_flops": 4,
        "layout_top_cell_excl_fill_tap": "sky130_fd_sc_hd__clkdlybuf4s50_1",
        "drive_above_1_share_pct": 26.5,
        "utilization_pct": 11.4,
        "most-common-layout-cells": "sky130_fd_sc_hd__clkdlybuf4s50_1 (6), sky130_fd_sc_hd__buf_4 (5), sky130_fd_sc_hd__dfrtp_1 (4), sky130_fd_sc_hd__dlygate4sd2_1 (4)",
    },
    "worst_setup_path": {
        "worst_path_dominant_cell_family": "flip-flops",
        "endpoint_kind": "register",
        "path_cells": "buf_4, ha_1, mux2_2",
        "worst_ep_required_time_ns": 1.42,
        "worstPathMaxFanout": 3,
        "timing_worst_setup_path_type": "reg2reg",
        "worstPathBufferInverterCount": 1,
        "critPathLaunchType": "register",
        "critical-path-slowest-cell": "sky130_fd_sc_hd__dfrtp_1",
        "cp.arrival_ns": 1.29,
        "slowest_delay_ns": 0.37,
    },
    "global_routing": {
        "number_of_antenna_violations_at_the_first_check_in_global_routing": 0,
        "grt_most_used_layer": "met1",
        "first_global_vias": 218,
        "maximum_number_of_pins_on_one_net_before_global_route_repair": 7,
        "grt_overflow_total": 0,
        "grt_usage_pct": 2.34,
        "met3_demand_to_capacity_share_in_global_routing_pct": 2.05,
        "grt.met2_usage_pct": 2.33,
        "met1_resource_use_gr_pct": 3.41,
        "grt_first_pass_wirelength_um": 1070,
    },
    "clocking": {
        "tritoncts_clock_tree": "done",
        "cts_inserted_buffers": 3,
        "cts.sink_count": 4,
        "clock_tree.root_cell": "sky130_fd_sc_hd__clkbuf_4",
        "ctsHtreeMaxLevel": 1,
        "max_root_sink_buffers": 2,
        "hold_buffers": 0,
        "clk_latency_ns": 0.25,
        "clkSlewWorstSetupHoldPaths_ns": 0.04,
    },
    "floorplanning": {
        "core_region_area_um2": 3420,
        "die_y_um": 80,
        "io-pin-count": 11,
        "core.rowCount": 21,
        "initial_utilization_pct": 5.16,
        "floorplan.die_area_um2": 6400,
        "die_w_um": 80,
    },
    "timing": {
        "postLayoutSetupSlackWorst_ns": 0.133,
        "fin_tns_setup_ns": 0,
        "finalClockSkew_ns": 0.00500,
        "worst-slew-pin-transition_ns": 0.157,
        "timing.final.crit_period_ns": 1.17,
        "grt_setup_unrepaired": "no",
        "fmax_mhz": 857,
        "number_of_hold_slack_violations_in_the_final_timing_report": 0,
        "finalSetupViolations": 0,
        "whs_ns": 0.212,
        "fin_crit_sh_pct": 89.8,
        "slew-limit-headroom_pct": 89.5,
        "final_slew_violations": 0,
    },
    "routing": {
        "num_vias": 186,
        "detail_route.drc_violations": 0,
        "post_drt_wl_per_cell_um": 8.40,
        "routed_vias_inst": 2.33,
        "detail_route.wirelength_um": 672,
        "route.antenna.remaining_nets": 0,
        "dr.first_iter.drc_count": 0,
        "insertedDiodeCount": 0,
        "drt_first_pass_iters": 1,
    },
    "placed_design": {
        "number_of_buffers_added_on_ports": 10,
        "dpl_ws_ns": 0.0886,
        "dp_hpwl_um": 504,
        "routabilityCongestion": 0.708,
    },
    "yosys": {
        "syn_area_per_cell_um2": 11.0,
        "synth.distinct_cells": 10,
        "netlist_area_um2": 176,
        "aoi_share_pct": 8.51,
        "syn_inst": 16,
        "yosys_cells": 16,
        "ys.flops": 4,
        "synth.yosys.warnings": 1,
        "ys_seq_share_pct": 56.7,
        "yosys.area_share.simple_pct": 9.22,
        "synth.yosys.chip_area_um2": 176,
        "synthDominantAreaCellType": "sky130_fd_sc_hd__dfrtp_1",
        "post-synth-top-area-fraction_pct": 56.7,
        "synth.top_cells.by_area": "sky130_fd_sc_hd__dfrtp_1 (57%), sky130_fd_sc_hd__ha_1 (7.1%), sky130_fd_sc_hd__mux2_2 (6.4%)",
        "xor_area_share_pct": 9.93,
        "synth.mux.area_fraction_pct": 6.38,
        "adder_share_pct": 7.09,
        "top_logic_kind": "XOR/XNOR gates",
    },
    "outcome": {
        "outcome": "finished clean",
    },
    "power_and_ir_drop": {
        "pwr_density_cell_nw_per_um2": 1120,
        "vdd.ir_drop.worst_mv": 0.485,
        "p_leak_uw": 0.000165,
    },
    "flow_run": {
        "openroad.warnings": 25,
        "max_cap_violations": 0,
    },
    "min_path": {
        "worst_hold_class": "in2async",
    },
}
-- cell usage after synthesis, drive strengths merged --
library cell  instances
dfrtp                 4
nand2                 3
o21ai                 3
ha                    1
inv                   1
mux2                  1
nand3                 1
xnor2                 1
xor2                  1
-- routing by layer --
layer	wire [um]	vias up
met5	0	-
met4	8	0
met3	89	2
met2	163	14
met1	410	78
li1	-	92
-- area by class of cell --
| cell class | instances | area, um2 | area share [%] |
|---|---|---|---|
| clock buffers | 3 | 22.5 | 5.79 |
| inverters | 1 | 3.75 | 0.965 |
| multi-input cells | 11 | 72.6 | 18.6 |
| flip-flops and latches | 4 | 100 | 25.7 |
| well taps | 46 | 57.6 | 14.8 |
| repair buffers | 15 | 133 | 34.1 |
-- power breakdown --
group | leakage, uW | total [uW] | internal (uW) | switching [uW]
Clock | 0.0000138 | 162 | 104 | 58.4
Combinational | 0.000104 | 120 | 78.7 | 41.1
Sequential | 0.0000477 | 154 | 144 | 9.84
-- kinds of logic after synthesis --
| logic type | Yosys count |
|---|---|
| AOI/OAI and AO/OA | 3 |
| xor gates and xnor gates | 2 |
| adders and majority gates | 1 |
| buffers and inverters | 1 |
| DFF | 4 |
| muxes | 1 |
| and+or+nand+nor | 4 |
-- metrics by stage --
stage | cells | power (uW) | instance area [um2]
after CTS | 80 | 436 | 389
after global placement | 73 | 256 | 342
after floorplan | 16 | 188 | 176
after global routing | 80 | 468 | 389
final | 80 | 436 | 389
after detailed placement | 73 | 259 | 342
-- final timing paths --
kind                        start      to  slack (ns)  cells after the start
max                        cnt[0]  cnt[1]        0.13                      3
min                           rst  cnt[2]        0.21                      2
max reg2reg                cnt[0]  cnt[1]        0.13                      3
min reg2reg                cnt[0]  cnt[0]        0.58                      2
max in group asynchronous     rst  cnt[1]        0.93                      2
min in group clk0          cnt[0]  cnt[0]        0.58                      2
-- what timing repair did --
action | 4_1_cts | 5_1_grt
resized | 4 | 0
endpoints found under the setup margin | 4 | 0
buffers inserted | 4 | 0
Power and IR drop assume default switching activity.
