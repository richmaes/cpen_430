<file path="/design/flow/config.mk">
export PLATFORM = sky130hd
export DESIGN_NAME = shiftcomp
export DESIGN_NICKNAME = shiftcomp
export VERILOG_FILES = /design/flow/design.v
export SDC_FILE = /design/flow/constraint.sdc
export NUM_CORES = 4
export LEC_CHECK = 1
export CORE_AREA = 10 10 70 70
export DIE_AREA = 0 0 80 80
</file>
<file path="/design/flow/constraint.sdc">
current_design shiftcomp

set clk_period 1.7
set clk_io_pct 0.2

create_clock -name clk0 -period $clk_period [get_ports {clk}]

set non_clock_inputs [all_inputs -no_clocks]
set_input_delay [expr $clk_period * $clk_io_pct] -clock clk0 $non_clock_inputs
set_output_delay [expr $clk_period * $clk_io_pct] -clock clk0 [all_outputs]
</file>
<file path="/design/flow/design.v">
module shifter (
  input  wire         clk,
  input  wire         rst,
  input  wire         load,
  input  wire [7:0]   data,
  output wire [7:0]   Q,
  output wire [7:0]   Qb
);
  reg [7:0] Qreg;
  always @(posedge clk or posedge rst) begin
    if (rst)
      Qreg <= 8'b00000000;  
    else if (load)
      Qreg <= data;         
    else
      Qreg <= { Qreg[6:0], Qreg[7] };  
  end
  assign Q  = Qreg;
  assign Qb = ~Qreg;  
endmodule
module shiftcomp (
  input  wire         clk,
  input  wire         rst,
  input  wire         load,
  input  wire [7:0]   init,
  input  wire [7:0]   test,
  output wire         limit
);
  wire [7:0] q_net;
  compare COMP_1 (
    .A(q_net),
    .B(test),
    .EQ(limit)
  );
  shifter SHIFT_1 (
    .clk(clk),
    .rst(rst),
    .load(load),
    .data(init),
    .Q(q_net),
    .Qb()     
  );
endmodule
module compare (
  input  wire [7:0] A,
  input  wire [7:0] B,
  output reg        EQ
);
  always begin
    if (A === B)
      EQ = 1'b1;
    else
      EQ = 1'b0;
  end
endmodule
</file>
<file path="/design/flow/run.sh">
#!/bin/bash
# OpenROAD 26Q1-2900-gdf79404cd8, Yosys 0.63+post, stock flow scripts
make -C /OpenROAD-flow-scripts/flow DESIGN_CONFIG=/design/flow/config.mk WORK_HOME=/design/flow/orfs finish
</file>
==> results.txt <==
The flow completed. The flow ran to the end, and the final reports show no timing, DRC or antenna violations. Routed via count landed at 280. Warning count from the yosys run landed at 2. For this design the top-level I/O count stands at 20. The repair_antennas step left the layout with diodes totalling 0. Counting every sink on the clock net gives 8. Maximum number of pins on one net before global-route repair landed at 9. The final power report lists total power as 475.5 uW. Setup violation total in the final timing report landed at 0. Wire length of the first global-routing pass landed at 1.559 mm. Proportion of netlist area held by the largest area contributor landed at 47.48%. The register with the most flip-flops in the final layout is SHIFT_1.Qreg. The critical path is of the in -> out type.

The post-route netlist has 25.49% of its cells at a drive strength greater than 1. In the global route stage, overall resource usage came out at 3.303%. In this run the power density over the cells is 696.0 nW/um^2. Number of cells after detailed placement landed at 94. In this run the deepest clock path goes through 2 buffers.

Post-synthesis cell count from yosys landed at 29. Register clock-pin slew on the reported worst setup and hold paths landed at 0.05 ns. Die boundary height landed at 80 um. Worst path required time landed at 1.36 ns. The tool warning count for the run is 25. The cell area that synthesis handed to floorplanning was 421.7 sq um.

Number of clock buffers inserted by TritonCTS landed at 3. sky130_fd_sc_hd__dfrtp_1 takes more of the synthesized area than any other cell. Post-layout minimum cycle time landed at 1.602 ns.

Data arrival at the endpoint of the critical path landed at 1.26 ns. For reference, the post-synthesis area per instance comes to 14.54 sq um. In this run the maximum-capacitance check reported violations numbering 0. According to the floorplan report, the die width is 80 um. In the routed layout, each cell is associated on average with a via count of 2.887. The final max-slew violation count recorded for this run is 0. The worst setup path is launched from an input port. Per the power-grid run, VDD falls by no more than 0.0003308 V. Hold buffer count at cts landed at 0. Number of buffer cells added on primary ports landed at 19. Per STA, the worst path is made up of clkdlybuf4s50_1 -> xnor2_1 -> nand4_1 -> nor2_1 -> buf_2.

Between clock sinks in the finished design, the worst skew comes to 0.001315 ns. The count of nets left with antenna violations once routing finished came out at 0. Count of unique library cells instantiated by Yosys landed at 7. Summing all flip-flop and latch instances after layout gives 200.2 sq um. The script parses the final routing iteration and logs DRC violations as 0. The worst-case max-slew headroom was logged as 80.61%.

The timing report notes that buffer and inverter cells on the critical path total 2. Worst stage delay on the critical path landed at 0.48 ns. Per the skew report, the later register of the worst-skew pair sees a clock latency of 0.24 ns. The first detailed-routing pass ran for 4 iterations.

Hold is met by 0.3358 ns. The timing report attributes the biggest portion of critical-path delay to buffers and inverters. Last weighted congestion value of the routability-driven placer landed at 0.7339. In this run the layout overhead on the synthesized area is reported as 62.02%. Number of non-filler instances in the completed layout landed at 97. The largest registers in the layout are SHIFT_1.Qreg: 8 flops.

Per the detailed-route log, wirelength across all metal layers totals 1.067 mm. Portion of the clock cycle consumed by the worst path in the final layout landed at 94.25%. Sequential area share after synthesis landed at 47.48%. STA lists the endpoint of the worst register-to-register path as SHIFT_1.Qreg[0]$_DFF_PP0_. Looking at the critical path, the single cell with the biggest stage delay is sky130_fd_sc_hd__clkdlybuf4s50_1. Maximum clock frequency landed at 624.1 MHz. The number of antenna violations at the first check in global routing is 0.

STA lists the maximum fanout along the critical path as 1. After routing, the total negative slack on setup checks comes to 0 ns. Total count of hold-check failures in the final report landed at 0. The global route stage reports its total congestion overflow as 0.

Once synthesis finished, the tally of register bits stood at 8. Per the timing report, the most critical flop-to-flop path originates at SHIFT_1.Qreg[7]$_DFF_PP0_. Cell count after synthesis landed at 29.

Total die size landed at 6400 sq um. Area used by multi-input combinational logic landed at 206.4 sq um. The timing report gives the worst reg2reg path a setup slack of 0.91 ns.

CTS placed an instance of sky130_fd_sc_hd__clkbuf_4 at the clock tree root. TritonCTS built the clock tree. Chip area from the yosys synthesis statistics landed at 421.7 sq um.

Number of design-rule violations left by the first detailed-router iteration landed at 2. Leakage power summed over all cells landed at 0.0002773 uW. Note that the worst hold path type here is in -> async. Core area landed at 3416 sq um.

The script logs the mean routed wire length per placed instance as 11.00 um. Via count of the first global-routing pass landed at 325. Setup repair after global routing left no endpoint under its margin. Per the repair_timing log after CTS, setup buffers inserted total 0. For the worst flop-to-flop path, the logic depth is 1. Sorting the synthesized cells by area gives the leading types as sky130_fd_sc_hd__dfrtp_1, sky130_fd_sc_hd__mux2_4, sky130_fd_sc_hd__xnor2_1, sky130_fd_sc_hd__nand4_1, sky130_fd_sc_hd__buf_6. H-tree depth reported by CTS landed at 1. Starting density of the core landed at 12.34%. Flip-flop count of the largest register after layout landed at 8. The transition time recorded at the tightest slew-check pin is 0.2905 ns. For reference, the placement row count at floorplan is 21.

The worst setup path is captured at a primary output. Final-layout fill cell count landed at 380.
## worst max-delay path by stage
stage	from	end	slack, ns	depth (start not counted)
CTS	test[2]	limit	0.08	5
global route	test[2]	limit	0.02	5
finish	test[2]	limit	0.1	5
## cell usage in the layout (no fill, tap or decap), drive strengths merged
cell type,count
buf,2
clkbuf,3
clkdlybuf4s50,18
dfrtp,8
inv,1
mux2,8
nand4,2
nor2,1
xnor2,8
## cell usage after synthesis
cell type and instances:
sky130_fd_sc_hd__nor2_1 1, sky130_fd_sc_hd__dfrtp_1 8, sky130_fd_sc_hd__buf_6 1, sky130_fd_sc_hd__mux2_4 8, sky130_fd_sc_hd__inv_1 1, sky130_fd_sc_hd__xnor2_1 8, sky130_fd_sc_hd__nand4_1 2
## metrics by stage
step	utilization, %	cell area, sq um	setup WS (ns)
6_report	20.00	683.2	0.09773
5_1_grt	20.00	683.2	0.02438
4_1_cts	20.00	683.2	0.08282
3_5_place_dp	19.49	665.6	-0.3229
3_3_place_gp	19.49	665.6	-0.3055
2_1_floorplan	-	421.7	0.6928
## report_power, final
| group | switching, uW | leakage [uW] | total, uW | internal [uW] |
|---|---|---|---|---|
| Sequential | 14.7 | 0.0000935 | 225 | 210 |
| Clock | 55.6 | 0.0000138 | 136 | 80.2 |
| Combinational | 29.7 | 0.000170 | 115 | 85.0 |
## what timing repair did
item	in CTS	in global routing
resized	3	0
setup endpoints to repair	1	0
hold endpoints to repair	0	0
## layout make-up
class / count / share of cell area [%]
tap: 46 / 8.425
inverter: 1 / 0.5495
timing repair buffer: 20 / 28.21
sequential: 8 / 29.30
clock buffer: 3 / 3.297
multi-input combinational: 19 / 30.22
## per-layer routing
metal | share of wire (%) | up-vias | wire (um) | GRT usage (%)
li1 | - | 141 | - | -
met1 | 38 | 129 | 401 | 3.300
met2 | 53 | 10 | 569 | 5.778
met3 | 9.1 | 0 | 97 | 2.386
met4 | 0 | 0 | 0 | 0
met5 | 0 | - | 0 | 0
## cells by family (layout without fill, tap and decap cells)
group | after synthesis | count (layout) | share of synthesized area (%)
xor+xnor | 8 | 8 | 16.62
buf+inv | 2 | 24 | 3.560
flops | 8 | 8 | 47.48
mux | 8 | 8 | 28.49
simple gates | 3 | 3 | 3.856
No activity file was given, so power comes from the tool's default toggle rates.
